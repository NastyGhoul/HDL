**run.sh**
```bash
#!/bin/bash
# OpenROAD 26Q1-2900-gdf79404cd8, Yosys 0.63+post, stock flow scripts
make -C /OpenROAD-flow-scripts/flow DESIGN_CONFIG=/design/flow/config.mk WORK_HOME=/design/flow/orfs finish
```
**config.mk**
```make
export PLATFORM = sky130hd
export DESIGN_NAME = main
export DESIGN_NICKNAME = main
export VERILOG_FILES = /design/flow/design.v
export SDC_FILE = /design/flow/constraint.sdc
export NUM_CORES = 4
export LEC_CHECK = 1
export CORE_AREA = 10 10 83 83
export DIE_AREA = 0 0 93 93
```
**constraint.sdc**
```tcl
current_design main

set clk_period 5.6
set clk_io_pct 0.2

create_clock -name clk0 -period $clk_period

set non_clock_inputs [all_inputs -no_clocks]
set_input_delay [expr $clk_period * $clk_io_pct] -clock clk0 $non_clock_inputs
set_output_delay [expr $clk_period * $clk_io_pct] -clock clk0 [all_outputs]
```
**design.v**
```verilog
`timescale 1ns / 1ps
module main(
    input [7:0] liczbaA,
    input [7:0] liczbaB,
	 input [1:0] wybor,
	 input bitP,
	 output reg[7:0] wynik,
	 output C,
	 output EVEN,
	 output Z,
	 output OV
    );
reg [7:0] pw;
reg z1;
reg z2;
reg zw;
reg ov;
task sumator(input la, lb, p, output wynik, prze);
	begin
		prze = (la & lb) | (la & p) | (p & lb);
		wynik = (la ^ lb) ^ p;
	end
endtask
task roznica(input la, lb, p, output wynik, prze);
	begin
		prze = (~la & lb) | (lb & p) | (~la & p);
		wynik = (~la & ~lb & p) | (~la & lb & ~p) | (la & ~lb & ~p) | (la & lb & p);
	end
endtask
always @(wybor or liczbaB or liczbaA or bitP)
begin
	pw = 0;
	ov = 0;
	if (wybor == 2'b00)
	begin
		z1 = liczbaA[7];
		z2 = liczbaB[7];
		sumator(liczbaA[0],liczbaB[0],bitP,wynik[0], pw[0]);
		sumator(liczbaA[1],liczbaB[1],pw[0],wynik[1], pw[1]);
		sumator(liczbaA[2],liczbaB[2],pw[1],wynik[2], pw[2]);
		sumator(liczbaA[3],liczbaB[3],pw[2],wynik[3], pw[3]);
		sumator(liczbaA[4],liczbaB[4],pw[3],wynik[4], pw[4]);
		sumator(liczbaA[5],liczbaB[5],pw[4],wynik[5], pw[5]);
		sumator(liczbaA[6],liczbaB[6],pw[5],wynik[6], pw[6]);
		sumator(liczbaA[7],liczbaB[7],pw[6],wynik[7], pw[7]);
		zw = wynik[7];
		ov = (~z1 & ~z2 & zw) | (z1 & z2 & ~zw);
	end
	else if(wybor == 2'b01)
	begin
		z1 = liczbaA[7];
		z2 = liczbaB[7];
		roznica(liczbaA[0],liczbaB[0],bitP,wynik[0], pw[0]);
		roznica(liczbaA[1],liczbaB[1],pw[0],wynik[1], pw[1]);
		roznica(liczbaA[2],liczbaB[2],pw[1],wynik[2], pw[2]);
		roznica(liczbaA[3],liczbaB[3],pw[2],wynik[3], pw[3]);
		roznica(liczbaA[4],liczbaB[4],pw[3],wynik[4], pw[4]);
		roznica(liczbaA[5],liczbaB[5],pw[4],wynik[5], pw[5]);
		roznica(liczbaA[6],liczbaB[6],pw[5],wynik[6], pw[6]);
		roznica(liczbaA[7],liczbaB[7],pw[6],wynik[7], pw[7]);
		zw = wynik[7];
		ov = (~z1 & z2 & zw) | (z1 & ~z2 & zw);
	end
	else if(wybor == 2'b10)
	begin
		wynik = liczbaA | liczbaB;
	end
	else if(wybor == 2'b11)
	begin
		wynik = liczbaA & liczbaB;
	end
end
assign C = pw[7];
assign EVEN = ^wynik;
assign Z = (wynik == 0);
assign OV = ov;
endmodule
```
==> impl_table.tex <==
% Synthesis and place-and-route results
\begin{tabular}{lr}
\hline
Metric & Value \\
\hline
\multicolumn{2}{l}{\textbf{Status}} \\
\quad Run status & finished, violations left \\
\quad Violated checks & negative setup slack \\
\multicolumn{2}{l}{\textbf{Global routing}} \\
\quad Vias in the first global route & 897 \\
\quad Global Route Usage Sum & 5.11\% \\
\quad Maximum number of pins on one net before global-route repair & 14 \\
\quad Overflow left after global routing & 0 \\
\quad Number of antenna violations at the first check in global routing & 0 \\
\quad Wire length of the first global-routing pass & 3.79 mm \\
\multicolumn{2}{l}{\textbf{Drt}} \\
\quad Wire length on met2 & 1.03 mm \\
\quad Per-cell via count in the routed design & 3.45 \\
\quad Initial detailed-routing violation count & 3 \\
\quad Top routing layer used & met3 \\
\quad Post-detailed-route count of antenna-violating nets & 0 \\
\quad Average wire per standard cell & 8.94 um \\
\quad Remaining routing DRC violations & 0 \\
\quad 1st-pass router iterations & 2 \\
\quad Vias post-DR & 829 \\
\quad DR WL met3 & between 150 and 200 um \\
\quad Metal1 wirelength & 935 um \\
\quad Total Wirelength & 2.15 mm \\
\quad Antenna Cells & 0 \\
\multicolumn{2}{l}{\textbf{Yosys}} \\
\quad Ranking of synthesized cells by area & fa\_1 (27\%), ha\_1 (23\%), inv\_1 (13\%) \\
\quad Number of instances in the synthesized netlist & 113 \\
\quad Most instantiated library cell after synthesis & inv\_1 \\
\quad Most common reg cell & dlxtn\_1 \\
\quad Yosys top cell area share & a little over a quarter \\
\quad Ys flops & 8 \\
\quad Share of flip-flops with an asynchronous set or reset after synthesis & 0\% \\
\quad Post-synth area from yosys stat & between 0.001 and 0.0015 mm2 \\
\quad Post-synth top area cell & fa\_1 \\
\quad Cell area after technology mapping & 0.00117 mm2 \\
\quad EDFF count, synth & 0 \\
\quad Count of distinct cell types in the synthesized netlist & 22 \\
\quad Yosys cell count & 113 \\
\quad Post-synth top cells & inv\_1 (41), ha\_1 (22), fa\_1 (16), dlxtn\_1 (8), mux4\_1 (5) \\
\quad Syn avg cell area & 10.4 um2 \\
\quad Warning count from the yosys run & 1 \\
\multicolumn{2}{l}{\textbf{Final timing}} \\
\quad Relative max-transition margin & between 50\% and 60\% \\
\quad Register pins left without a clock & 8 \\
\quad Fraction of the cycle the final worst path needs & 119\% \\
\quad Transition at the pin with the smallest max-transition slack & 0.604 ns \\
\quad Total of endpoints with negative setup slack in the final report & 5 \\
\quad Slack of the critical path & -1.04 ns \\
\quad Final hold violation count & 0 \\
\quad Highest achievable clock rate & 151 MHz \\
\quad RSZ-0062 raised after global routing & true \\
\quad Final count of pins violating max slew & 0 \\
\quad Minimum clock period & 6.64 ns \\
\quad Number of unconstrained endpoints & 8 \\
\multicolumn{2}{l}{\textbf{Layout}} \\
\quad Filler cells & approximately 540 \\
\quad Area overhead of the layout relative to synthesis & 55.2\% \\
\quad Ratio of cells with drive above 1 in the final layout & 38.2\% \\
\quad Final instance count without filler cells & 240 \\
\quad Flip-flop count of the largest register after layout & 8 \\
\quad Final core utilization & 35.5\% \\
\multicolumn{2}{l}{\textbf{Floorplanning}} \\
\quad Height of the chip & 93 um \\
\quad Area of the placeable core & approximately 0.0051 mm2 \\
\quad Initial Utilization & 22.9\% \\
\quad Die X & 93 um \\
\quad Site row count & 26 \\
\quad Number of top-level pins & 31 \\
\quad Die area & 0.00865 mm2 \\
\multicolumn{2}{l}{\textbf{Worst hold path}} \\
\quad Hold depth & 3 \\
\quad Min-Delay Startpoint & wybor[1] \\
\quad Hold Crit Class & input port to primary output \\
\quad Sink of the worst hold path & C \\
\multicolumn{2}{l}{\textbf{Worst setup path}} \\
\quad Launching element type of the critical path & input port \\
\quad Largest fanout of any net on the critical path & 2 \\
\quad Critical Setup Path Class & input port to primary output \\
\quad Endpoint required time on the critical path & 4.48 ns \\
\quad Crit. End Element & primary output \\
\quad Data arrival at the endpoint of the critical path & around 5.5 ns \\
\multicolumn{2}{l}{\textbf{Job}} \\
\quad Log Warnings & 54 \\
\quad Number of max-cap violations & 0 \\
\multicolumn{2}{l}{\textbf{Clock network}} \\
\quad Number of buffers inserted by hold repair at cts & 0 \\
\multicolumn{2}{l}{\textbf{Power}} \\
\quad Worst supply voltage drop on vdd & 0.0366 mV \\
\quad Power density cells & 81.8 mW/mm2 \\
\quad Leakage power & just over 0.9 nW \\
\multicolumn{2}{l}{\textbf{Placement}} \\
\quad \# placed instances & 236 \\
\quad HPWL reported at the end of detailed placement & 1.99 mm \\
\quad Placer's final routability congestion estimate & 0.745 \\
\quad Count of input and output buffers & 31 \\
\hline
\end{tabular}
-- cells by family after synthesis --
kind of cell	count (synthesis)	share of synthesized area (%)
other	1	0.319
XOR/XNOR	3	2.24
buffers and inverters	43	14.5
latches	8	10.2
adder cells (fa/ha/maj)	38	50.7
AND/OR/NAND/NOR	8	4.26
AND-OR/OR-AND	4	1.92
multiplexers	8	15.9
-- area by class of cell --
class	instances	area (um2)	share of cell area, %
tap	70	87.6	4.80
timing repair buffer	52	479	26.3
multi-input combinational	69	958	52.6
sequential	8	125	6.86
inverter	41	173	9.47
-- metrics by stage --
| step | total power [mW] | hold slack (ns) | setup WS, ns | instance area (um2) | setup TNS, ns |
|---|---|---|---|---|---|
| CTS | 0.151 | 3.28 | -1.34 | 1810 | -4.85 |
| detailed placement | 0.146 | 3.58 | -1.90 | 1760 | -8.44 |
| finish | 0.149 | 3.21 | -1.04 | 1820 | -3.00 |
| global route | 0.172 | 3.35 | -1.21 | 1820 | -3.72 |
| floorplan | 0.0765 | 2.42 | -0.619 | 1250 | -1.05 |
| global placement | 0.145 | 3.58 | -1.91 | 1760 | -8.43 |
-- power by group --
part	internal, mW	switching (mW)
Combinational	0.0842	0.0525
Clock	0	0
Sequential	0.00985	0.00269
-- cell usage in the layout (no fill, tap or decap), types with 2 or more instances in the layout --
| cell | Yosys | routed |
|---|---|---|
| buf_2 | 1 | 4 |
| buf_4 | 0 | 15 |
| buf_6 | 1 | 10 |
| clkdlybuf4s15_1 | 0 | 2 |
| clkdlybuf4s50_1 | 0 | 18 |
| conb_1 | 1 | 8 |
| dlxtn_1 | 8 | 4 |
| dlxtn_2 | 0 | 4 |
| fa_1 | 16 | 2 |
| fa_2 | 0 | 14 |
| ha_1 | 22 | 21 |
| inv_1 | 41 | 32 |
| inv_2 | 0 | 7 |
| mux4_1 | 5 | 3 |
| mux4_2 | 2 | 4 |
| nand2b_1 | 3 | 3 |
-- per-layer routing --
metal | global-route usage, % | vias to the layer above
met2 | 8.94 | 16
li1 | - | 439
met3 | 1.37 | 0
met4 | 0 | 0
met1 | 6.60 | 374
met5 | 0 | -
-- worst max-delay path by stage --
stage     cells past startpoint    to  startpoint  slack (ns)
4_1_cts                      20  EVEN  liczbaB[0]       -1.34
5_1_grt                      19  EVEN  liczbaB[0]       -1.21
6_report                     19  EVEN  liczbaB[0]       -1.04
-- repair_timing --
action                                  4_1_cts  5_1_grt
buffers inserted                              4        1
pin swaps                                    12       10
gates resized                                48       15
endpoints found under the setup margin        9        7
-- worst max-delay path, cell delays in order --
cell	delay, ns
buf_12	0.12
inv_16	0.04
buf_6	0.09
fa_2	0.19
inv_2	0.04
fa_2	0.33
fa_2	0.35
fa_2	0.35
fa_2	0.36
fa_2	0.35
fa_2	0.35
fa_1	0.48
mux4_2	0.47
dlxtn_2	0.27
inv_2	0.06
ha_4	0.20
xnor2_2	0.13
xnor2_1	0.13
buf_2	0.12
Power is estimated from default activity; no workload was simulated.
